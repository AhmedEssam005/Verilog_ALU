$ cat design/flow/run.sh
#!/bin/bash
# OpenROAD 26Q1-2900-gdf79404cd8, Yosys 0.63+post, stock flow scripts
make -C /OpenROAD-flow-scripts/flow DESIGN_CONFIG=/design/flow/config.mk WORK_HOME=/design/flow/orfs finish
$ cat design/flow/config.mk
export PLATFORM = sky130hd
export DESIGN_NAME = Calculator
export DESIGN_NICKNAME = Calculator
export VERILOG_FILES = /design/flow/design.v
export SDC_FILE = /design/flow/constraint.sdc
export NUM_CORES = 4
export LEC_CHECK = 1
export CORE_UTILIZATION = 50
$ cat design/flow/constraint.sdc
current_design Calculator

set clk_period 18.3
set clk_io_pct 0.2

create_clock -name clk0 -period $clk_period [get_ports {clk}]

set non_clock_inputs [all_inputs -no_clocks]
set_input_delay [expr $clk_period * $clk_io_pct] -clock clk0 $non_clock_inputs
set_output_delay [expr $clk_period * $clk_io_pct] -clock clk0 [all_outputs]
$ cat design/flow/design.v
module HADD(x,y,S,C);
input  x,y;
output  S,C;
assign S= x^y;
assign C=x&y; 
endmodule
module FADD(x,y,cin,sum,cout);  
input   cin,x,y;
output  sum,cout;
wire  w1,w2,w3;
HADD H1(x,y,w1,w2);
HADD H2(w1,cin,sum,w3);
assign cout=w2|w3;
endmodule
module ToEightBitExtender(in_data,sign,out_data);  
input [7:0] in_data;
input  sign;
output reg [7:0] out_data;
integer i;
always @(*) begin
if(in_data[7]==0|in_data[7]==1) out_data=in_data;
   else begin
 casez (in_data)
        8'b1???????: out_data = in_data;                     
        8'b01??????: out_data = {in_data[6:0], 1'b0};        
        8'b001?????: out_data = {in_data[5:0], 2'b0};         
        8'b0001????: out_data = {in_data[4:0], 3'b0};         
        8'b00001???: out_data = {in_data[3:0], 4'b0};        
        8'b000001??: out_data = {in_data[2:0], 5'b0};        
        8'b0000001?: out_data = {in_data[1:0], 6'b0};         
        8'b00000001: out_data = {in_data[0], 7'b0};          
        default: out_data = 8'b0;                             
  endcase
    for (i = 0; i < 8; i = i + 1) begin
        if (out_data[i] === 1'bz)
            out_data[i] = 1'b0;  
    end
end
if (in_data==8'b0) out_data=out_data;
else if(~sign) out_data=~out_data+1;
end
endmodule
module OperatorPlus(ResNum,InpNum,ResSign,InpSign,res,sign_out);  
input [1:0] InpNum;
input [7:0] ResNum;
input ResSign,InpSign;
output [7:0] res;
output sign_out;
wire cout;
wire [7:0] ToNum1,ToNum2,temp_res;
wire [6:0] c;
ToEightBitExtender v1(ResNum,ResSign,ToNum1);
ToEightBitExtender v2(InpNum,InpSign,ToNum2);
FADD f1(ToNum1[0],ToNum2[0],1'b0,temp_res[0],c[0]);
FADD f2(ToNum1[1],ToNum2[1],c[0],temp_res[1],c[1]);
FADD f3(ToNum1[2],ToNum2[2],c[1],temp_res[2],c[2]);
FADD f4(ToNum1[3],ToNum2[3],c[2],temp_res[3],c[3]);
FADD f5(ToNum1[4],ToNum2[4],c[3],temp_res[4],c[4]); 
FADD f6(ToNum1[5],ToNum2[5],c[4],temp_res[5],c[5]);
FADD f7(ToNum1[6],ToNum2[6],c[5],temp_res[6],c[6]);
FADD f8(ToNum1[7],ToNum2[7],c[6],temp_res[7],cout);
assign {res,sign_out}=(InpSign==1&ResSign==1)? {temp_res,1'b1}:(((InpSign==0&ResSign==1)|(InpSign==1&ResSign==0))&cout==0&InpNum!=2'b0&ResNum!=8'b0)?{~temp_res+1'b1,1'b0} :(((InpSign==0&ResSign==1)|(InpSign==1&ResSign==0))&cout==1&InpNum!=2'b0&ResNum!=8'b0)?{temp_res,1'b1}:(InpSign==0&ResSign==0)? {~temp_res+1'b1,1'b0}:(((InpSign==0&ResSign==1)|(InpSign==1&ResSign==0))&InpNum==2'b0)?((ResSign==0)?{~temp_res+1'b1,1'b0}:{temp_res,1'b1}):(ResNum==8'b0)? ((InpSign==0)?{~temp_res+1'b1,1'b0}:{temp_res,1'b1}) :{8'b0,1'b1}; 
endmodule
module OperatorMinus(ResNum,InpNum,ResSign,InpSign,res,sign_out);
input [1:0] InpNum;
input [7:0] ResNum;
input InpSign,ResSign;
output [7:0] res;
output sign_out;
reg MSign1;
always @(*) begin
    if(ResSign==1&InpSign==1&InpNum==2'b0) MSign1=0;
    else MSign1=InpSign;
end
OperatorPlus p(ResNum,InpNum,ResSign,~MSign1,res,sign_out);
endmodule
module binary_to_bcd (binary_in,units,tens,hundreds);
    input [7:0] binary_in;  
    output reg [3:0] units;  
    output reg [3:0] tens;   
    output reg [3:0] hundreds ;
    reg [19:0] shift_register; 
    integer i;
    always @(*) begin
        shift_register = 20'b0;
        shift_register[7:0] = binary_in; 
        for (i = 0; i < 8; i = i + 1) begin
            if (shift_register[19:16] >= 5)
                shift_register[19:16] = shift_register[19:16] + 3; 
            if (shift_register[15:12] >= 5)
                shift_register[15:12] = shift_register[15:12] + 3; 
            if (shift_register[11:8] >= 5)
                shift_register[11:8] = shift_register[11:8] + 3; 
            shift_register = shift_register << 1;
        end
        hundreds = shift_register[19:16];
        tens = shift_register[15:12];
        units = shift_register[11:8];
    end
endmodule
module OperatorMultiply(a,b,sign1,sign2,p,sign_out);
    input [1:0] a;        
    input [6:0] b;         
    input sign1,sign2;           
    output [7:0] p;       
    output sign_out;
    wire [7:0] ToNum2; 
    wire [7:0] mo, me;
    wire [8:0] c;          
    ToEightBitExtender E2 (
        .in_data(b),
        .sign(1'b1),
        .out_data(ToNum2)
    );
    assign mo = ToNum2 & {8{a[0]}};            
    assign me = (ToNum2 & {8{a[1]}}) << 1;     
    FADD F0 (
        .x(mo[0]),
        .y(me[0]),
        .cin(1'b0),
        .sum(p[0]),
        .cout(c[0])
    );
    genvar i;
    generate
        for (i = 1; i < 8; i = i + 1) begin : FADD_loop
            FADD F1 (
                .x(mo[i]),   
                .y(me[i]),    
                .cin(c[i-1]), 
                .sum(p[i]),      
                .cout(c[i])    
            );
        end
    endgenerate
    assign sign_out = (a==2'b0 | b==7'b0)? (1'b1) : ~(sign1 ^ sign2);
endmodule
module OperatorDivision (
    input [7:0] Num,        
    input [1:0] Den, 
    input NumSign,
    input DenSign,      
    output reg [7:0] Division,
    output reg SignOut,
    output reg ZeroFlag 
);
    reg [8:0] Remainder;    
    reg [15:0] N;
    reg[7:0] TempDem;         
    reg [7:0] Diff;
    integer i;   
    wire [7:0]ToNum; 
    ToEightBitExtender T1(Num,1'b1,ToNum);
    always @(*) begin
        N = {8'b0,ToNum[7:0]};
        TempDem={6'b0,Den[1:0]};     
        SignOut= (Num==7'b0 | Den==2'b0) ? 1'b1 :~(NumSign^DenSign);  
        if (Den == 2'b00) begin
            Division = 8'b0;
            ZeroFlag = 1'b1;
        end else begin
          ZeroFlag = 1'b0; end
            for (i = 7; i >= 0; i = i - 1) begin
             N = N << 1;  
            Diff=N[15:8]-TempDem[7:0];
                if (Diff[7]==1'b1) begin
                    Division[i] = 1'b0; 
                end else begin
                    Division[i] = 1'b1;
                     N[15:8]=Diff; 
                end
            end
    end
endmodule
module Manager (
    input [1:0] num1,  
    input [7:0] num2, 
    input sign1, sign2,
    input  [1:0]operation_select,
    output [7:0] result, 
    output sign_out, 
    output reg ZeroFlag
);
    wire [7:0] add_res, sub_res,mul_res,div_res;
    wire add_sign, sub_sign,mul_sign,div_sign;
    OperatorPlus adder (num2,num1,sign2,sign1,add_res,add_sign);
    OperatorMinus subtractor (num2,num1,sign2,sign1,sub_res,sub_sign);
    OperatorMultiply multiplier (
        .a(num1),
        .b(num2),
        .sign1(sign1),
        .sign2(sign2),
        .p(mul_res),
        .sign_out(mul_sign)
    );
OperatorDivision Div( num2,num1,sign2,sign1,div_res,div_sign);
   always@(*)begin
     if(operation_select==2'b10&num1==0 ) ZeroFlag=1'b1;
    else ZeroFlag=1'b0;
    end
    assign result = (operation_select == 2'b00) ? add_res :
                    (operation_select == 2'b01) ? sub_res : (operation_select == 2'b11)?
                     mul_res : (ZeroFlag==1)? 8'b0 : div_res;
    assign sign_out = (operation_select == 2'b00) ? add_sign :
                      (operation_select == 2'b01) ? sub_sign :
                      (operation_select == 2'b11) ? mul_sign : div_sign;
endmodule
module seven_segment (
    input [3:0] inp,
    output reg [6:0] out 
);
    always @(*) begin
        case (inp)
           4'b0000: out=7'b1000000;
           4'b0001: out=7'b1111001;
           4'b0010: out=7'b0100100;
           4'b0011: out=7'b0110000;
           4'b0100: out=7'b0011001;
           4'b0101: out=7'b0010010;
           4'b0110: out=7'b0000010;
           4'b0111: out=7'b1111000;
           4'b1000: out=7'b0000000;
           4'b1001: out=7'b0010000;
           default: out=7'b1000000;
        endcase
    end
endmodule
module seven_segment_Sign (
    input inp,  
    output reg [6:0] out 
);
    always @(*) begin
        if (inp == 1'b0) out = 7'b0111111;
        else out = 7'b1111111;
    end
endmodule
module seven_segment_controller (
    input [7:0] final_result,   
    input [1:0] current_number, 
    output [6:0] seg1,  
    output [6:0] seg2,  
    output [6:0] seg3,  
    output [6:0] seg4  
);
    wire [3:0] result_units, result_tens, result_hundreds;
    wire [7:0] ToNum;
    reg [3:0] ToInp;
    always @(*)
    begin
        ToInp = {2'b0, current_number};
    end
    ToEightBitExtender T1 (final_result,1'b1,ToNum);
    binary_to_bcd bcd_converter (
        .binary_in(ToNum),
        .units(result_units),
        .tens(result_tens),
        .hundreds(result_hundreds)
    );
    seven_segment display1 (.inp(result_units), .out(seg1));
    seven_segment display2 (.inp(result_tens), .out(seg2));
    seven_segment display3 (.inp(result_hundreds), .out(seg3));
    seven_segment display4 (.inp(ToInp), .out(seg4));
endmodule
module Calculator (
    input clk,
    input [1:0] InpNum,        
    input InpSign,            
    input [1:0] OP,            
    output wire [6:0] InpSeg,  
    output reg [6:0] ResSegUnits,  
    output reg [6:0] ResSegTens,  
    output reg [6:0] ResSegHundreds,
    output wire [6:0]SignSeg,
	 output reg [6:0]ResSignSeg,
    output reg ZeroFlag,
    output reg SignFlag,
    output reg zeroResult
);
    reg[1:0] PreOP=2'b00;
    reg[7:0] num2;     
    reg sign2;          
    wire[7:0] manager_result; 
    wire manager_sign_out;     
    wire[6:0] UnitSeg,TenSeg,HundSeg; 
    wire Zero_Flag;
	 wire [6:0] Res_Sign_seg;
    integer counter=0;
    Manager manager_inst (
        .num1(InpNum),
        .num2(num2),
        .sign1(InpSign),
        .sign2(sign2),
        .operation_select(PreOP),
        .result(manager_result),
        .sign_out(manager_sign_out),
        .ZeroFlag(Zero_Flag)
    );
seven_segment_controller ssc (
        .final_result(manager_result),
        .current_number(InpNum),
        .seg1(UnitSeg),
        .seg2(TenSeg),
        .seg3(HundSeg),
        .seg4(InpSeg)
    );
    seven_segment_Sign SS(
        .inp(InpSign),
        .out(SignSeg)
    );
	 seven_segment_Sign CC(
        .inp(manager_sign_out),
        .out(Res_Sign_seg)
    );
   always @(posedge clk) begin
        if(counter==0)begin SignFlag=InpSign;  PreOP=OP; num2=InpNum; sign2=InpSign; counter=counter+1; end
        else if (counter < 4)
        begin           
            ResSegUnits<=UnitSeg;
            ResSegTens<=TenSeg;
            ResSegHundreds<=HundSeg;
            SignFlag<=manager_sign_out;
            num2 <= manager_result;        
            sign2 <= manager_sign_out;  
            PreOP<=OP;   
            ZeroFlag<=Zero_Flag;
				ResSignSeg<=Res_Sign_seg;
            if(num2==8'b0) zeroResult=1; else zeroResult=0;
            counter <= counter + 1;         
        end 
        else if (counter == 4)
        begin
            ResSegUnits<=UnitSeg;
            ResSegTens<=TenSeg;
            ResSegHundreds<=HundSeg;
            SignFlag<=manager_sign_out;
            ZeroFlag<=Zero_Flag;
				ResSignSeg<=Res_Sign_seg;
             if(num2==8'b0) zeroResult=1; else zeroResult=0;
            counter <= counter+1;
        end
   end
endmodule
==> results.py <==
# Flow results
metrics = {
    "logic_synthesis": {
        "syn_inst": 978,
        "async_reset_ff_frac": 0,
        "ys.warnings.count": 13,
        "synthXorXnorAreaFrac": 0.0477,
        "syn_area_sq_um": 8450,
        "mux_area_frac": 0.0505,
        "edf_count": 60,
        "ys.flop_type": "edfxtp_1",
        "logic_family": "AND-OR/OR-AND gates",
        "synth_cell_types": 101,
        "postSynthSeqShare": 0.227,
        "synthSimpleGateAreaFrac": 0.216,
        "ys_ff": 66,
        "aoi_share": 0.229,
        "yosysCellCount": 978,
        "avgSynthCellArea_sq_um": 8.64,
        "ys_area_sq_um": 8450,
        "ys_sh_adder": 0.154,
    },
    "sta": {
        "clock.fmax_mhz": 60.1,
        "slew_headroom": 0.466,
        "setup_tns_ns": 0,
        "rsz0062_at_grt": "no",
        "finalSetupViolCount": 0,
        "hold_viol": 0,
        "fin_ws_ns": 1.67,
        "fin_skew_ns": 0.00636,
        "fin_crit_sh": 0.909,
        "period_needed_ns": 16.63,
        "tightest_slew_ns": 0.799,
        "drv_slew": 0,
    },
    "power": {
        "internal_power_mw": 0.493,
        "irDropWorstVdd_mv": 0.0743,
        "leakagePower_nw": 3.67,
        "clkPwrFrac": 0.175,
        "p_per_area_nw_per_um2": 92.3,
        "seqPwrFrac": 0.218,
        "p_sw_frac": 0.418,
        "power_frac_comb": 0.608,
        "p_switching_mw": 0.355,
    },
    "cells_and_area": {
        "syn2layout_area_growth_pct": 8.68,
        "drive_gt1_frac": 0.0855,
        "fill_cells": 1484,
    },
    "status": {
        "status": "completed",
    },
    "global_routing": {
        "grt-ovfl-total": 0,
        "grt_max_degree": 34,
        "first_global_vias": 6771,
        "grt_pass1_wl_um": 34200,
        "antenna_found_initial": 0,
        "grt_usage": 0.254,
    },
    "setup_path": {
        "critPathMaxStageDelay_ns": 0.79,
        "crit_slowest_cell": "clkdlybuf4s50_1",
        "cp.arrival_ns": 16.83,
        "reg2reg_from": "num2[1]",
        "cp-startpoint": "InpNum[1]",
        "critical-path-top-delay-family": "simple AND/OR/NAND/NOR gates",
        "path_buffers": 7,
        "required_ns": 18.50,
        "cp-end-kind": "flip-flop",
        "crit_top_cell": "ha_1",
        "start_kind": "primary input",
        "crit_type": "in2reg",
        "crit_fanout": 19,
    },
    "min_path": {
        "min_from": "counter[9]",
        "hold_path.class": "reg2reg",
    },
    "flow_run": {
        "tool_warnings": 53,
        "maxCapViolCount": 0,
    },
    "drt": {
        "drtIter0Drc": 466,
        "routedWlPerCell_um": 16.6,
        "routed_via_density": 5.90,
        "diodes": 0,
        "drt-pass1-iter-count": 7,
        "vias": 7231,
        "drcViolationCount": 0,
        "totalWireLength_um": 20300,
        "antenna_left": 0,
    },
    "clock_tree": {
        "cts_num_sinks": 66,
        "clkTransAtPathRegs_ns": 0.05,
        "clockRootBuffer": "clkbuf_16",
        "ctsResizeCount": 0,
        "numCtsBuffers": 9,
        "worstSkewPairLatency_ns": 0.33,
        "cts_tree": "built",
        "cts_setup_buffers": 0,
        "hold_buffers": 0,
        "cts_buffer_depth": 2,
        "h-tree-depth": 3,
    },
    "floorplan": {
        "num_rows": 47,
        "io_pins": 51,
        "core_region_area_sq_um": 16500,
        "die_area_sq_um": 17400,
        "initCoreUtil": 0.511,
        "die_w_um": 132,
        "fp.dieH_um": 132,
    },
    "placed_design": {
        "pre_cts_slack_ns": 1.31,
        "dp_hpwl_um": 15900,
        "globalplace.congestion": 0.976,
        "port_buffers": 36,
    },
}
==> worst paths after layout <==
path                                       end  slack, ns  depth (start not counted)
worst max-delay path            ResSegUnits[6]       1.67                         56
worst min-delay path                counter[9]       0.61                          1
worst max register to register  ResSegUnits[4]       5.15                         59
worst min register to register      counter[9]       0.61                          1
==> registers in the layout, summed over array words and instances (netlist names) <==
name            flops
ResSegUnits         7
sign2               1
ResSegHundreds      5
num2                8
PreOP               2
SignFlag            1
zeroResult          1
counter            32
ZeroFlag            1
ResSegTens          7
ResSignSeg          1
==> power by group through the flow <==
stage,Combinational (mW),Sequential [mW],Clock (mW)
CTS,0.517,0.184,0.152
global route,0.583,0.184,0.158
finish,0.515,0.184,0.148
==> stage by stage <==
step                      area (sq um)  power (mW)  instances  utilization  hold WS (ns)
after floorplan                   8500       0.620        990            -         0.554
after global placement            8930       0.705       1211        0.541         0.593
after detailed placement          8930       0.701       1211        0.541         0.597
after CTS                         9190       0.853       1226        0.556         0.608
after global routing              9190       0.925       1226        0.556         0.629
final                             9190       0.848       1226        0.556         0.614
==> layout by cell type (no fill, tap or decap), types with 14 or more instances in the layout <==
cell type,Yosys,final
inv_1,92,92
nor2b_1,19,18
ha_1,64,64
o211ai_1,14,14
a31oi_1,17,17
mux2i_1,22,22
o21ai_0,30,30
nand2_1,82,82
clkdlybuf4s50_1,0,36
a21oi_1,42,42
xnor2_1,35,35
nand3_1,29,29
conb_1,2,14
edfxtp_1,60,60
nor2_1,81,81
nor3_1,28,28
nand2b_1,17,17
fa_1,25,25
==> layout make-up <==
type	instances	area, sq um	area share
repair buffers	44	420	0.0458
clock inverters	4	20.0	0.00218
clock buffers	11	233	0.0253
flip-flops and latches	66	1920	0.209
well taps	220	275	0.0300
multi-input cells	786	5960	0.649
inverters	95	357	0.0388
==> cells in the mapped netlist (all sizes together) (7+ instances only) <==
library cell   n  area (sq um)
inv           94           353
nand2         82           308
nor2          81           304
ha            64           801
edfxtp        60          1800
a21oi         42           210
o21ai         38           209
xnor2         35           307
nand3         30           155
nor3          30           160
buf           29           224
mux2i         26           310
fa            25           500
a31oi         20           170
nor2b         19           119
a211oi        17           153
nand2b        17           106
o211ai        17           151
and3          15           105
clkbuf        14          52.6
nor4          13          87.6
o22ai         12          75.1
o31ai         12           109
or3           11          73.8
xor2          11          96.3
nand4         10          62.6
and2           9          58.8
mux2           9           116
o221ai         8          70.1
or2            8          50.1
a211o          7          61.3
a21boi         7          52.6
o31a           7          62.6
==> layer usage <==
metal	wire length, um	track usage
met2	8830	0.374
met4	367	0.0426
met3	1420	0.0628
met1	9700	0.399
met5	0	0
==> cell families (layout without fill, tap and decap cells) <==
logic type / count (synthesis) / after routing
simple gates: 353 / 353
compound gates: 249 / 249
buf+inv: 138 / 154
fa+ha+maj: 89 / 89
flops: 66 / 66
xor+xnor: 46 / 46
mux: 35 / 35
other cells: 2 / 14
No activity file was given, so power comes from the tool's default toggle rates.
